$ cat run.sh
#!/bin/bash
# OpenROAD 26Q1-2900-gdf79404cd8, Yosys 0.63+post, stock flow scripts
make -C /OpenROAD-flow-scripts/flow DESIGN_CONFIG=/design/flow/config.mk WORK_HOME=/design/flow/orfs finish
$ cat config.mk
export PLATFORM = sky130hd
export DESIGN_NAME = DataMemory
export DESIGN_NICKNAME = DataMemory
export VERILOG_FILES = /design/flow/design.v
export SDC_FILE = /design/flow/constraint.sdc
export NUM_CORES = 4
export LEC_CHECK = 1
export CORE_UTILIZATION = 40
$ cat constraint.sdc
current_design DataMemory

set clk_period 7.5
set clk_io_pct 0.2

create_clock -name clk0 -period $clk_period [get_ports {clk}]

set non_clock_inputs [all_inputs -no_clocks]
set_input_delay [expr $clk_period * $clk_io_pct] -clock clk0 $non_clock_inputs
set_output_delay [expr $clk_period * $clk_io_pct] -clock clk0 [all_outputs]
$ cat design.v
module DataMemory(reset, clk, Address, Write_data, Read_data, MemRead, MemWrite);
    input reset, clk;
    input [31:0] Address, Write_data;
    input MemRead, MemWrite;
    output [31:0] Read_data;
    parameter RAM_SIZE = 256;
    parameter RAM_SIZE_BIT = 8;
    reg [31:0] RAM_data[RAM_SIZE - 1: 0];
    assign Read_data = MemRead? RAM_data[Address[RAM_SIZE_BIT + 1:2]]: 32'h00000000;
    integer i;
    always @(posedge reset or posedge clk)
        if (reset)
            for (i = 0; i < RAM_SIZE; i = i + 1)
                RAM_data[i] <= 32'h00000000;
        else if (MemWrite)
            RAM_data[Address[RAM_SIZE_BIT + 1:2]] <= Write_data;
endmodule
==> out/results.ini <==
[worst_hold_path]
hp-start = RAM_data[41][18]
hold_path_end = RAM_data[41][18]
worstHoldPathCells = 1
hold_path.class = reg -> reg

[timing]
fmax_mhz = 131
max_slew_margin_pct = 9.58
layout_min_cycle_time_ns = 7.65
fin_ws_ns = -0.151
worst_pin_slew_ns = 1.35
holdWs_ns = 0.483
finClkSkew_ns = 0
fin_crit_sh_pct = 102
rsz0062_at_grt = yes
slew_violations = 0
hold_viol_final = 0
setup_violations = 8

[finish]
area_growth_pct = 16.2
fin_util_pct = 46.6
stdcell_count = 40267
lay_top_count = dfrtp_1
top_register = RAM_data
mostFrequentLayoutCells = dfrtp_1 (8192), mux2_2 (8156), a22oi_1 (2180)
largest_reg_flops = 8192
drive_gt1_share_pct = 43.0
reg_top3 = RAM_data x8192

[pwr]
irDropWorstVdd_uv = 257
switching_share_pct = 24.2
pwr-share-comb_pct = 6.4
leakagePower_uw = 0.204
p_sw_uw = 23600
power_frac_seq_pct = 48.5
pwr-share-clk_pct = 45.1
power.density_mw_per_mm2 = 232
p_int_uw = 73800
power.total_uw = 97400

[worst_setup_path]
cpMaxStageDelayCell = nand4_1
endpoint_kind = output pin
reg2regPathDepth = 1
cp_common_cell = buf_12
cp_max_fo = 34
timing.rr.end = RAM_data[194][30]
slowest_delay_ns = 0.66
cp_cell_sequence = buf_8 > buf_12 > buf_8 > nor4bb_4 > buf_12 > buf_12 > nand3_2 > nand4_1 > nor4_4 > buf_4 > nand4_1 > buf_4 > nor4_4 > buf_12 > a31oi_1 > buf_4 > clkdlybuf4s50_1
crit_buf_inv = 10
start_kind = primary input
critPathTopFamily = buffers and inverters
worstPathRequired_ns = 6.00
worstPathArrival_ns = 6.15
path_class = in -> out
rrSetupSlack_ns = 6.38
r2r-start = RAM_data[194][30]

[synthesis]
ys.flops = 8192
ys.flop_type = dfrtp_1
synth_area_sq_mm = 0.362
ys_warn_count = 2
netlist_instances = 27532
synth.distinct_cells = 72
ys_chip_area_sq_mm = 0.362
async_flop_share_pct = 100
yosys_cells = 27532
seq_area_frac_synth_pct = 56.6
edf_count = 0
avgSynthCellArea_sq_um = 13.1

[outcome]
violations = negative setup slack
status = finished, violations left

[detailed_routing]
drt_iter0_markers = 21505
drcViolationCount = 0
viasPerCell = 6.31
wire_per_inst_um = 36.8
vias = 254041
ant_nets = 0
routed_wl_um = 1480000
dr.pass1.iters = 23

[placement]
dp_slack_ns = -1.01
post-place-cells = 38571
port_buffers = 75
hpwl_um = 993000
gp_congestion = 1.01

[clock_tree]
clk_path_buf_depth = 4
insertion_delay_ns = 1.20
htreeDepth = 6
postCtsHoldBufs = 0
cts_tree = yes
cts.sinks = 8192
cts_root_buf = clkbuf_16
clkTransAtPathRegs_ns = 0.05
cts_buffers = 857

[floorplanning]
die_w_um = 953
initial_core_util_pct = 40.1
rows = 349
io_pins = 100
die_h_um = 953
core_sq_mm = 0.902
dieArea_sq_mm = 0.909

[global_routing]
grt-ovfl-total = 0
track_usage_pct = 33.8
grt_pass1_vias = 257951
grt_pass1_wl_um = 2060000
antenna_found_initial = 144
grt_max_degree = 131

[job]
maxCapViolations = 0
warning_count = 178

[through the flow]
step | TNS [ns] | instance area (sq um)
2_1_floorplan | - | 362000
3_3_place_gp | -15.42 | 389000
3_5_place_dp | -16.68 | 389000
4_1_cts | -0.153 | 420000
5_1_grt | -0.0399 | 420000
6_report | -0.412 | 420000
[power by group through the flow]
stage,Sequential [uW],Clock (uW),Combinational (uW)
after CTS,47200,44300,6130
after global routing,47500,46000,6590
final,47300,43900,6210
[worst max path at each step]
stage	from	end	slack, ns	cells past startpoint
after CTS	Address[6]	Read_data[19]	-0.15	19
after global routing	Address[6]	Read_data[3]	-0.03	18
final	Address[6]	Read_data[19]	-0.15	17
[synthesized netlist by cell type (13+ instances only)]
master	n	share of area, %
o211ai_1	33	0.068
buf_2	369	0.51
a21oi_1	327	0.45
nand3_1	1699	2.3
nor2_1	197	0.20
a22o_1	268	0.65
o221ai_1	20	0.048
nor3_1	52	0.072
o41ai_1	32	0.077
and3_1	692	1.2
a31oi_1	55	0.095
o22a_1	22	0.053
mux2_2	8156	25
mux2_1	38	0.12
nand2_1	383	0.40
a32o_1	17	0.047
o22ai_1	447	0.77
dfrtp_1	8192	57
a22oi_1	2180	4.5
buf_1	839	0.87
and2_1	13	0.022
mux2i_1	15	0.041
nand4_1	493	0.85
o21ai_0	36	0.050
a221oi_1	97	0.23
and4_1	34	0.082
clkbuf_1	1785	1.9
a32oi_1	120	0.29
a221o_1	13	0.036
buf_4	22	0.046
a222oi_1	108	0.30
or4_1	142	0.29
nor4b_1	14	0.034
a2111oi_0	237	0.57
or3_1	17	0.029
nor4_1	252	0.44
[cells by family (layout without fill, tap and decap cells)]
| family | count (synthesis) | in the layout | synth area share [%] |
|---|---|---|---|
| and+or+nand+nor | 4061 | 4062 | 6.17 |
| muxes | 8209 | 8209 | 25.5 |
| AOI/OAI and AO/OA | 4038 | 4038 | 8.33 |
| other | 0 | 64 | 0 |
| buffers and inverters | 3030 | 3766 | 3.31 |
| xor gates and xnor gates | 2 | 2 | 0.00484 |
| DFF | 8192 | 8192 | 56.6 |
[layer usage]
layer / up-vias / part of all wire [%] / GRT usage (%)
met5: - / 0.23 / 2.45
met4: 116 / 7.5 / 19.2
met3: 3489 / 15 / 19.7
met2: 12145 / 42 / 45.8
met1: 134583 / 36 / 42.4
li1: 103708 / - / -
[layout make-up]
class | count | area, sq um
inverters | 6 | 26.3
well taps | 11934 | 14900
diodes | 64 | 160
multi-input cells | 16311 | 147000
clock inverters | 230 | 3540
flip-flops and latches | 8192 | 205000
fillers | 77468 | 482000
repair buffers | 2202 | 23700
clock buffers | 1328 | 25700
[what timing repair did]
action | in CTS | in global routing
pin swaps | 14 | 15
buffers inserted | 28 | 33
gates cloned | 9 | 9
setup endpoints to repair | 32 | 16
gates resized | 70 | 60
Power is estimated from default activity; no workload was simulated.
